==> design/flow/design.v <==
`timescale 1ns / 1ps
module ALU_3BIT_OPCode(
    input [3:0] A,
    input [3:0] B,
    input [2:0] OPCode,
    output [5:0] Out,
    output Overflow,
    output Z1
    );
reg [5:0] Out;
reg Overflow;
reg Z1;
integer i;
always @ (A, B, OPCode) begin
	case (OPCode)
	0: begin
			Out = A + B; 
			Overflow = 1'b0; 
			if (Out == 1'b0) Z1 = 1'b1;
			else Z1 = 1'b0;
		end
	1: begin 
			Out = A * B;
			if (Out > 63) Overflow = 1'b1;
			else Overflow = 1'b0;
			if (Out == 1'b0) Z1 = 1'b1;
			else Z1 = 1'b0;
		end
	2: begin
			Out = A << B;
			if (A << B > 63) Overflow = 1'b1;
			else Overflow = 1'b0;
			if (Out == 1'b0) Z1 = 1'b1;
			else Z1 = 1'b0;
		end
	3: begin
			Out = B << A;
			if (B << A > 63) Overflow = 1'b1;
			else Overflow = 1'b0;
			if (Out == 1'b0) Z1 = 1'b1;
			else Z1 = 1'b0;
		end
	4: begin
			Out = A >> B;
			Overflow = 0;
			if (Out == 1'b0) Z1 = 1'b1;
			else Z1 = 1'b0;
		end
	5: begin
			Out = B << A;
			Overflow = 0;
			if (Out == 1'b0) Z1 = 1'b1;
			else Z1 = 1'b0;
		end
	6: begin
			{Overflow, Out} = 3 * A + B;
			if (Out == 1'b0) Z1 = 1'b1;
			else Z1 = 1'b0;
		end
	7: begin
			for (i = 0; i < 3; i = i + 1)
				Out[i] = A[i] ^ A[i + 1];
			Out[3] = A[3];
			Out[4] = 0;
			Out[5] = 0;
			Overflow = 0;
			Z1 = 0;
		end
	default: begin
			Z1 = 0;
			Overflow = 0;
			Out = 0;
		end
	endcase
end
endmodule
==> design/flow/run.sh <==
#!/bin/bash
# OpenROAD 26Q1-2900-gdf79404cd8, Yosys 0.63+post, stock flow scripts
make -C /OpenROAD-flow-scripts/flow DESIGN_CONFIG=/design/flow/config.mk WORK_HOME=/design/flow/orfs finish
==> design/flow/config.mk <==
export PLATFORM = sky130hd
export DESIGN_NAME = ALU_3BIT_OPCode
export DESIGN_NICKNAME = ALU_3BIT_OPCode
export VERILOG_FILES = /design/flow/design.v
export SDC_FILE = /design/flow/constraint.sdc
export NUM_CORES = 4
export LEC_CHECK = 1
export CORE_AREA = 10 10 98 98
export DIE_AREA = 0 0 108 108
==> design/flow/constraint.sdc <==
current_design ALU_3BIT_OPCode

set clk_period 4.1
set clk_io_pct 0.2

create_clock -name clk0 -period $clk_period

set non_clock_inputs [all_inputs -no_clocks]
set_input_delay [expr $clk_period * $clk_io_pct] -clock clk0 $non_clock_inputs
set_output_delay [expr $clk_period * $clk_io_pct] -clock clk0 [all_outputs]
==> GITHUB_STEP_SUMMARY <==
## Synthesis and layout report

| Metric | Value |
|---|---|
| Final Hold Violating Endpoints | 0 |
| Routed wire per std cell | 14.9 um |
| Max Cap Viol | 0 |
| Max Fclk | 0.239 GHz |
| Yosys warnings | 1 |
| Setup CP Type | input port to output pin |
| Syn_area_per_cell | 7.35 sq um |
| GRT overflow | 0 |
| Share of cells above drive strength 1 | 35.0% |
| Final HPWL DP | 4.56 mm |
| Pins over their slew limit | 0 |
| Worst hold start | B[3] |
| Die width | 108 um |
| Post-route DRC | 0 |
| Die Height | 108 um |
| Relative slew margins | 62.9% |
| Tool warnings | 40 |
| Post-route ant nets | 0 |
| Final Worst Setup Slack | -0.0812 ns |
| Clock buf count | 0 |
| Via-per-instance ratio | 4.99 |
| Failing checks | negative setup slack |
| Seq/Total Area, Yosys | 0% |
| IO buf count | 19 |
| GRT Total Usage | 9.73% |
| Worst Setup Start Kind | input port |
| Via count | 1,921 |
| First-pass GRT wire length | 9.41 mm |
| Design Area, Final | 2400 sq um |
| Cell area after synthesis | 1680 sq um |
| Area grow syn2layout | 42.5% |
| CTS Hold Bufs | 0 |
| Antenna diodes | 0 |
| Min Hold Slack | 2.37 ns |
| Cycle use final | 102% |
| Largest net degree at the start of global routing | 20 |
| Gate Count Post-Synth | 229 |
| Dpl ws | -0.939 ns |
| Max VDD drop | 59.3 uV |
| Critical Path RT | 3.28 ns |
| Pwr Total | 0.338 mW |
| I/O pins | 19 |
| Vias in the first global route | 1,892 |
| Lkg Pwr | 1.06 nW |
| Status | finished, violations left |
| First-iteration detailed-routing DRC count | 96 |
| WL final | 5.73 mm |
| Final Core Density | 31.4% |
| Iteration tally of the first detailed-router pass | 4 |
| FILL cells | 800 |
| Flop count | 0 |
| Distinct lib cells | 53 |
| Reg area | 0 sq um |
| Yosys stat area | 1680 sq um |
| Placement Cell Area | 2260 sq um |
| Minimum clock period | 4.18 ns |
| Critical Path AT | 3.36 ns |
| Yosys stat cell total | 229 |
| Crit. End Element | output pin |
| CORE AREA | 7650 sq um |
| Final setup vio count | 2 |
| Hold Path Depth | 6 |
| Hold WC Path Type | input port to output pin |
| Gpl congestion | 0.969 |
| Power Dens Cells | 141 nW/um^2 |
| Worst-path maximum fanout | 2 |
| Chip area | 11,700 sq um |
| Initial antenna violation count | 0 |
| RSZ-0062 raised after global routing | true |
| Init Core Util | 22.0% |
| Rows | 32 |
| Crit path from | A[1] |
| Slew @ Worst Pin | 0.552 ns |
synthesized netlist by cell type, drive strengths merged, types with 3 or more instances:
cell type / n / area (sq um)
ha: 21 / 263
nor2: 19 / 71.3
nand2: 18 / 67.6
inv: 17 / 63.8
o21ai: 17 / 85.1
a21oi: 11 / 55.1
clkbuf: 11 / 51.3
nor2b: 11 / 68.8
fa: 9 / 180
nor3: 7 / 35.0
a21o: 5 / 37.5
a221oi: 5 / 43.8
and2: 5 / 35.0
mux2: 5 / 56.3
mux2i: 5 / 50.1
a211oi: 4 / 30.0
a22oi: 4 / 35.0
nand4: 4 / 25.0
xor2: 4 / 35.0
a31oi: 3 / 18.8
buf: 3 / 21.3
nand3: 3 / 15.0
o2111ai: 3 / 26.3
or2: 3 / 18.8
xnor2: 3 / 26.3
where the power goes:
| part | switching, mW | leakage [nW] | internal [mW] |
|---|---|---|---|
| sequential | 0 | 0 | 0 |
| combinational | 0.162 | 1.06 | 0.176 |
| clock | 0 | 0 | 0 |
| total | 0.162 | 1.06 | 0.176 |
final cells by class:
type / instances / area [sq um] / share of cell area, %
Multi-Input combinational cell: 196 / 1660 / 69.0
Inverter: 18 / 67.6 / 2.82
Timing Repair Buffer: 69 / 548 / 22.8
Tap cell: 102 / 128 / 5.32
critical path, stage by stage:
cell	delay [ns]
buf_8	0.07
nand2_4	0.04
fa_1	0.53
inv_1	0.05
fa_1	0.50
inv_1	0.06
fa_2	0.35
xnor2_2	0.17
buf_4	0.14
nor4_2	0.03
a221oi_2	0.29
o2111ai_2	0.15
buf_2	0.15
per-stage QoR:
step / setup TNS (ns) / instances
after floorplan: 0 / 229
after global routing: -0.501 / 385
after CTS: -0.264 / 384
final: -0.0890 / 385
after detailed placement: -4.07 / 382
after global placement: -4.05 / 382
routing by layer:
metal  up-vias  track usage [%]  wire length (um)  share of wire, %
li1        939                -                 -                 -
met5         -                0                 0                 0
met2        52             16.4              2760                48
met3         8            0.663               289               5.0
met1       922             13.6              2580                45
met4         0             1.53                96               1.7
final timing paths:
kind / slack (ns) / endpoint
max: -0.08 / Z1
min: 2.37 / Z1
cell usage in the layout (no fill, tap or decap), types with 2 or more instances in the layout:
| cell type | count |
|---|---|
| a21o_1 | 5 |
| nand4_1 | 4 |
| buf_4 | 48 |
| nor2b_1 | 11 |
| o2111ai_1 | 2 |
| xnor2_2 | 2 |
| o211ai_1 | 2 |
| fa_1 | 8 |
| ha_2 | 4 |
| dlygate4sd2_1 | 3 |
| a21oi_1 | 9 |
| and2_4 | 2 |
| nor2_1 | 18 |
| nand2b_1 | 2 |
| a21oi_2 | 2 |
| a221oi_2 | 2 |
| nand2_1 | 16 |
| a211oi_1 | 3 |
| xor2_1 | 4 |
| and2_1 | 2 |
| or3b_2 | 2 |
| buf_6 | 5 |
| a31oi_1 | 3 |
| nand3_1 | 3 |
| ha_4 | 4 |
| clkdlybuf4s50_1 | 6 |
| mux2i_1 | 5 |
| buf_2 | 6 |
| or2_2 | 2 |
| o21ai_0 | 15 |
| nor3_1 | 7 |
| a32oi_1 | 2 |
| mux2_2 | 5 |
| inv_1 | 17 |
| ha_1 | 13 |
| a22oi_1 | 3 |
| and3_1 | 2 |
| a221oi_1 | 3 |
what timing repair did:
action                                 CTS  global route
endpoints found under the hold margin    0             0
buffers inserted                         2             1
setup endpoints to repair                6             4
pin swaps                               23            14
gates resized                           65             9
kinds of logic after synthesis:
kind of cell | count (synthesis) | share of synthesized area (%)
AND-OR/OR-AND | 67 | 27.3
XOR/XNOR | 8 | 4.98
AND/OR/NAND/NOR | 81 | 24.9
buffers and inverters | 33 | 10.3
multiplexers | 10 | 6.31
adder cells (fa/ha/maj) | 30 | 26.3
Power and IR drop assume default switching activity.
