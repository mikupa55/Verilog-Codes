### config.mk
export PLATFORM = sky130hd
export DESIGN_NAME = Seven_Segment_DataFlow
export DESIGN_NICKNAME = Seven_Segment_DataFlow
export VERILOG_FILES = /design/flow/design.v
export SDC_FILE = /design/flow/constraint.sdc
export NUM_CORES = 4
export LEC_CHECK = 1
export CORE_AREA = 10 10 70 70
export DIE_AREA = 0 0 80 80
### constraint.sdc
current_design Seven_Segment_DataFlow

set clk_period 1.3
set clk_io_pct 0.2

create_clock -name clk0 -period $clk_period

set non_clock_inputs [all_inputs -no_clocks]
set_input_delay [expr $clk_period * $clk_io_pct] -clock clk0 $non_clock_inputs
set_output_delay [expr $clk_period * $clk_io_pct] -clock clk0 [all_outputs]
### design.v
`timescale 1ns / 1ps
module Seven_Segment_DataFlow(
    input [3:0] S,
    output CA,
    output CB,
    output CC,
    output CD,
    output CE,
    output CF,
    output CG
    );
	 assign CA = !((S == 4'h0) | (S == 4'h2) | (S == 4'h3) | (S == 4'h5) | (S == 4'h6) | (S == 4'h7) | (S == 4'h8) | (S == 4'h9) | (S == 4'hA) | (S == 4'hC) | (S == 4'hE) | (S == 4'hF));
	 assign CB = !((S == 4'h0) | (S == 4'h1) | (S == 4'h2) | (S == 4'h3) | (S == 4'h4) | (S == 4'h7) | (S == 4'h8) | (S == 4'h9) | (S == 4'hA) | (S == 4'hD));
	 assign CC = !((S == 4'h0) | (S == 4'h1) | (S == 4'h3) | (S == 4'h4) | (S == 4'h5) | (S == 4'h6) | (S == 4'h7) | (S == 4'h8) | (S == 4'h9) | (S == 4'hA) | (S == 4'hB) | (S == 4'hD));
	 assign CD = !((S == 4'h0) | (S == 4'h2) | (S == 4'h3) | (S == 4'h5) | (S == 4'h6) | (S == 4'h8) | (S == 4'h9) | (S == 4'hB) | (S == 4'hC) | (S == 4'hD) | (S == 4'hE));
	 assign CE = !((S == 4'h0) | (S == 4'h2) | (S == 4'h6) | (S == 4'h8) | (S == 4'hA) | (S == 4'hB) | (S == 4'hC) | (S == 4'hD) | (S == 4'hE) | (S == 4'hF));
	 assign CF = !((S == 4'h0) | (S == 4'h4) | (S == 4'h5) | (S == 4'h6) | (S == 4'h8) | (S == 4'h9) | (S == 4'hA) | (S == 4'hB) | (S == 4'hC) | (S == 4'hE) | (S == 4'hF));
	 assign CG = !((S == 4'h2) | (S == 4'h3) | (S == 4'h4) | (S == 4'h5) | (S == 4'h6) | (S == 4'h8) | (S == 4'h9) | (S == 4'hA) | (S == 4'hB) | (S == 4'hD) | (S == 4'hE) | (S == 4'hF));
endmodule
### run.sh
#!/bin/bash
# OpenROAD 26Q1-2900-gdf79404cd8, Yosys 0.63+post, stock flow scripts
make -C /OpenROAD-flow-scripts/flow DESIGN_CONFIG=/design/flow/config.mk WORK_HOME=/design/flow/orfs finish
==> results.json <==
{
  "p_sw_frac": 0.3802,
  "fp.coreArea_um2": 3416,
  "synth_area_um2": 185.2,
  "top_cell_area_share": 0.08108,
  "worstSetupEndpointType": "output pin",
  "die.size.y_um": 80,
  "antenna_found_initial": 0,
  "ff_latch_area_um2": 0,
  "drive_gt1_frac": 0.8103,
  "whs_endpoint": "CF",
  "ioPinCount": 11,
  "setup_viol": 5,
  "die_w_um": 80,
  "arrival_ns": 1.19,
  "hpwl_um": 688.2,
  "via_count": 322,
  "p_int_w": 0.0001015,
  "pwr-share-clk": 0,
  "fmax_mhz": 690.1,
  "grt_use_total": 0.02886,
  "path_max_fanout": 6,
  "wirelength_um": 965,
  "hp-class": "primary input to output pin",
  "slew_headroom": 0.8488,
  "synth_cell_types": 21,
  "cp_data_required_time_ns": 1.04,
  "power.switching_w": 0.00006222,
  "drt-pass1-iter-count": 3,
  "cts_hold_buf": 0,
  "period_minus_slack_ns": 1.449,
  "fp_util": 0.05421,
  "synthTopCellsByCount": "a21oi_1 (3), nand2_1 (3), o21ai_0 (3)",
  "grt_pass1_vias": 311,
  "portBuffers": 11,
  "num-clock-buffers": 0,
  "vdd_ir_drop_max_uv": 35.72,
  "top_cells_by_area": "a21oi_1 (8.1%), o21ai_0 (8.1%), buf_4 (8.1%), nor3b_2 (6.8%), maj3_2 (6.1%)",
  "placedCellCount": 93,
  "crit_type": "primary input to output pin",
  "status": "complete, but fails checks",
  "cp-start-kind": "primary input",
  "pre_cts_ws_ns": -0.8985,
  "gp_congestion": 0.6609,
  "rsz0062_at_grt": "yes",
  "leakagePower_nw": 0.2527,
  "combPwrFrac": 1.000,
  "hold_ws_ns": 0.8077,
  "wire_per_inst_um": 9.279,
  "drc": 0,
  "synth_cells": 28,
  "hold_violations": 0,
  "grt_pass1_wl_um": 1524,
  "max_cap_viol_count": 0,
  "antenna_cells": 0,
  "synth_area_leader_cell": "a21oi_1",
  "syn_to_final_growth_pct": 197.3,
  "stdcell_count": 104,
  "grt_max_degree": 9,
  "drv_slew": 0,
  "fin_util": 0.1612,
  "n_sequential_cell": 0,
  "hold_path_depth": 3,
  "vias_per_cell": 3.096,
  "violations": "negative setup slack",
  "avgSynthCellArea_um2": 6.614,
  "ys_seq_share": 0,
  "hp-start": "S[1]",
  "seqPwrFrac": 0,
  "drtIter0Drc": 33,
  "worst_slack_ns": -0.1490,
  "ys_cells": 28,
  "chipArea_um2": 6400,
  "drtAntennaViolNets": 0,
  "ys_warn_count": 0,
  "gr-total-overflow": 0,
  "timing.setup.tns_ns": -0.4207,
  "fin_crit_sh": 1.115,
  "tool_warnings": 34,
  "worst_pin_slew_ns": 0.2264,
  "power_density_nw_per_um2": 297.3,
  "ys_chip_area_um2": 185.2,
  "fp-row-count": 21
}
kinds of logic (layout without fill, tap and decap cells):
kind of cell	after synthesis	count (layout)	synth area share
muxes	1	1	0.05406
xor gates and xnor gates	1	1	0.04731
adders and majority gates	1	1	0.06081
AOI/OAI and AO/OA	11	11	0.3851
and+or+nand+nor	9	9	0.3040
buffers and inverters	5	35	0.1486
metrics by stage:
stage               instance area, µm²    power, W
floorplan                        185.2  0.00004633
global placement                 415.4   0.0001265
detailed placement               415.4   0.0001272
CTS                              493.0   0.0001445
global route                     550.5   0.0001810
finish                           550.5   0.0001637
timing repair:
action,in CTS,in global routing
pin swaps,5,2
setup buffers,6,5
resized,59,8
endpoints found under the setup margin,7,5
final cells by class:
cell class | instances | area (µm²)
multi-input combinational | 23 | 209.0
tap | 46 | 57.56
inverter | 2 | 7.507
timing repair buffer | 33 | 276.5
fill | 379 | 2865
layout by cell type, fill, tap and decap left out, types with 2 or more instances in the layout:
master | netlist | final
a21oi_2 | 0 | 3
buf_8 | 0 | 3
o21ai_1 | 0 | 2
inv_2 | 1 | 2
buf_4 | 2 | 16
nand2_1 | 3 | 2
buf_6 | 0 | 6
buf_2 | 1 | 7
how the worst max path moves through the flow:
stage | startpoint | to
4_1_cts | S[3] | CD
6_report | S[1] | CD
5_1_grt | S[3] | CD
power groups by stage:
stage	Sequential [W]	Combinational [W]	Clock [W]
after CTS	0	0.000144	0
after global routing	0	0.000181	0
final	0	0.000164	0
worst max-delay path: stages:
cell and delay, ns:
buf_8 0.11, buf_6 0.12, nor3b_4 0.18, buf_4 0.15, buf_6 0.08, nor3_2 0.03
a31oi_1 0.14, buf_2 0.12
metal layers:
layer / track usage / share of wire / up-vias
met5: 0 / 0 / -
met4: 0 / 0 / 0
met3: 0.004545 / 0.032 / 0
met2: 0.05618 / 0.55 / 3
met1: 0.03362 / 0.42 / 152
li1: - / - / 167
Power is estimated from default activity; no workload was simulated.
